==> ./design.v <==
module i2c_hub
(
	input     upstream0_scl_T,
	input     upstream0_scl_I,
	output    upstream0_scl_O,
	input     upstream0_sda_T,
	input     upstream0_sda_I,
	output    upstream0_sda_O,
	input     upstream1_scl_T,
	input     upstream1_scl_I,
	output    upstream1_scl_O,
	input     upstream1_sda_T,
	input     upstream1_sda_I,
	output    upstream1_sda_O,
	output    downstream_scl_T,
	input     downstream_scl_I,
	output    downstream_scl_O,
	output    downstream_sda_T,
	input     downstream_sda_I,
	output    downstream_sda_O
);
assign downstream_scl_T = upstream0_scl_T & upstream1_scl_T;
assign downstream_scl_O = (upstream0_scl_T ? 1'b1 : upstream0_scl_I) & (upstream1_scl_T ? 1'b1 : upstream1_scl_I);
assign upstream0_scl_O=((upstream0_scl_T & upstream1_scl_T) ? downstream_scl_I : 1'b1) & (upstream1_scl_T ? 1'b1 : upstream1_scl_I);
assign upstream1_scl_O=((upstream0_scl_T & upstream1_scl_T) ? downstream_scl_I : 1'b1) & (upstream0_scl_T ? 1'b1 : upstream0_scl_I);
assign downstream_sda_T = upstream0_sda_T & upstream1_sda_T;
assign downstream_sda_O = (upstream0_sda_T ? 1'b1 : upstream0_sda_I) & (upstream1_sda_T ? 1'b1 : upstream1_sda_I);
assign upstream0_sda_O=((upstream0_sda_T & upstream1_sda_T) ? downstream_sda_I : 1'b1) & (upstream1_sda_T ? 1'b1 : upstream1_sda_I);
assign upstream1_sda_O=((upstream0_sda_T & upstream1_sda_T) ? downstream_sda_I : 1'b1) & (upstream0_sda_T ? 1'b1 : upstream0_sda_I);
endmodule
==> ./run.sh <==
#!/bin/bash
# OpenROAD 26Q1-2900-gdf79404cd8, Yosys 0.63+post, stock flow scripts
make -C /OpenROAD-flow-scripts/flow DESIGN_CONFIG=/design/flow/config.mk WORK_HOME=/design/flow/orfs finish
==> ./config.mk <==
export PLATFORM = sky130hd
export DESIGN_NAME = i2c_hub
export DESIGN_NICKNAME = i2c_hub
export VERILOG_FILES = /design/flow/design.v
export SDC_FILE = /design/flow/constraint.sdc
export NUM_CORES = 4
export LEC_CHECK = 1
export CORE_AREA = 10 10 70 70
export DIE_AREA = 0 0 80 80
==> ./constraint.sdc <==
current_design i2c_hub

set clk_period 1.0
set clk_io_pct 0.2

create_clock -name clk0 -period $clk_period

set non_clock_inputs [all_inputs -no_clocks]
set_input_delay [expr $clk_period * $clk_io_pct] -clock clk0 $non_clock_inputs
set_output_delay [expr $clk_period * $clk_io_pct] -clock clk0 [all_outputs]
==> out/metrics.yaml <==
seqCellArea_sq_um: 0
die_y_microns: 80
worst_setup_path_start_kind: "primary input"
dp_cells: 78
irDropWorstVdd_uv: 67.3
clkPwrFrac: 0
min_path_cells: 4
layout_top_cell: "nor2_1"
synth_area_sq_um: 70.1
grt-ovfl-total: 0
grt_pass1_wl_microns: 717
dp_hpwl_microns: 405
synth.yosys.warnings: 0
layout_setup_ws_ps: 34.1
outcome: "completed"
port_buffers: 18
critPathBufInv: 3
pin_count: 18
drive_above_1_share: 0.500
fin_crit_ps: 966
crit_family: "buffers and inverters"
drt_iter0_markers: 1
drv_slew: 0
maxCapViolCount: 0
drt_pre_antenna_iters: 2
track_usage: 0.0132
final_core_util: 0.0839
ys_seq_share: 0
cpPeakStageDelay_ps: 180
finalCritPeriodShare: 0.966
die_area_sq_um: 6400
grt_start_max_net_pins: 4
cp_max_fo: 3
flops: 0
area_growth_pct: 309
top_area_cell: "nor2_1"
wl_microns: 445
place_ws_ps: -600
p_leak_nw: 0.133
arrival_ps: 770
vias: 168
relSlewSlack: 0.890
grt_pass1_vias: 186
synth_cell_type_count: 3
gp_congestion: 0.813
warning_count: 33
antenna_found_initial: 0
combPwrFrac: 1.000
yosysChipArea_sq_um: 70.1
syn_inst: 14
fin_cells: 80
final.fill_count: 405
cp.depth: 5
powerDensity_nw_per_um2: 276
post_synth.cell_area_avg_sq_um: 5.00
top_area_frac: 0.536
hold_viol_final: 0
post_drt_wl_per_cell_microns: 5.56
fmax_mhz: 1040
worst_slew_pin_slew_ps: 164
required_ps: 800
die_w_microns: 80
crit_start: "upstream1_sda_T"
final_cell_mix: "8 x nor2_1, 6 x buf_2, 5 x dlygate4sd2_1"
crit_end: "upstream0_sda_O"
top_cells_by_area: "nor2_1 54%, and3b_1 25%, and2_2 21%"
vias_per_cell: 2.10
hold_buffers: 0
crit_type: "in -> out"
drcViolationCount: 0
crit_chain: "buf_6 > and3b_1 > buf_4 > nor2_1 > buf_2"
switching_share: 0.296
logic_area_sq_um: 76.3
holdWs_ps: 680
coreArea_sq_um: 3420
cp_slowest_cell: "and3b_1"
rows: 21
ys_cells: 14
setup_viol: 0
fp_util: 0.0205
hold_class: "in -> out"
intPower_mw: 0.0557
p_sw_mw: 0.0235
end_kind: "output pin"
ant_nets: 0
power_frac_seq: 0
clkbuf_count: 0
diodes: 0
## synth_stat cells, drive strengths merged
library cell	count
and2	2
nor2	10
and3b	2
## tightest hold or removal path, stage by stage
cell,delay (ps)
buf_6,80
nor2_2,40
nor2_1,70
buf_2,100
## metal layers
layer	vias to the layer above	GRT usage	part of all wire
li1	84	-	-
met1	66	0.0152	0.51
met2	18	0.0177	0.21
met3	0	0.0136	0.28
met4	0	0	0
met5	-	0	0
## power groups by stage
| stage | Clock [mW] | Sequential, mW | Combinational [mW] |
|---|---|---|---|
| after CTS | 0 | 0 | 0.0791 |
| after global routing | 0 | 0 | 0.0913 |
| final | 0 | 0 | 0.0791 |
## per-stage QoR
step | area, sq um | total power [mW] | TNS [ps]
6_report | 287 | 0.0791 | 0
5_1_grt | 287 | 0.0913 | -50.0
4_1_cts | 287 | 0.0791 | -49.5
3_5_place_dp | 308 | 0.103 | -4380
3_3_place_gp | 308 | 0.102 | -4310
2_1_floorplan | 70.1 | 0.0156 | 0
## cell type report
class	instances	area share
tap	46	0.201
multi-input combinational	14	0.266
timing repair buffer	20	0.533
## worst min path at each step
stage,endpoint,start,slack [ps]
CTS,upstream0_sda_O,upstream1_sda_T,680
finish,downstream_sda_O,upstream1_sda_T,680
global route,downstream_sda_O,upstream1_sda_T,690
## cell families (layout without fill, tap and decap cells)
| group | after synthesis | in the layout | share of synthesized area |
|---|---|---|---|
| buffers and inverters | 0 | 20 | 0 |
| and+or+nand+nor | 14 | 14 | 1.00 |
## repair_timing
| action | CTS | global route |
|---|---|---|
| setup endpoints to repair | 8 | 3 |
| setup buffers | 1 | 1 |
| pin swaps | 12 | 5 |
| gates resized | 46 | 3 |
| endpoints found under the hold margin | 0 | 0 |
Power and IR drop assume default switching activity.
